`flow/config.mk`:
```
export PLATFORM = sky130hd
export DESIGN_NAME = LBP
export DESIGN_NICKNAME = LBP
export VERILOG_FILES = /design/flow/design.v
export SDC_FILE = /design/flow/constraint.sdc
export NUM_CORES = 4
export LEC_CHECK = 1
export CORE_UTILIZATION = 30
```
`flow/constraint.sdc`:
```
current_design LBP

set clk_period 4.8
set clk_io_pct 0.2

create_clock -name clk0 -period $clk_period [get_ports {clk}]

set non_clock_inputs [all_inputs -no_clocks]
set_input_delay [expr $clk_period * $clk_io_pct] -clock clk0 $non_clock_inputs
set_output_delay [expr $clk_period * $clk_io_pct] -clock clk0 [all_outputs]
```
`flow/design.v`:
```
`timescale 1ns/10ps
module LBP(  clk,reset,gray_addr,gray_req,gray_ready,gray_data,lbp_addr,lbp_valid,lbp_data,finish );
input		clk;
input		reset;
input		gray_ready;
input		[7:0]		gray_data;
output	gray_req;
output	lbp_valid;
output	finish;
output	[7:0]		lbp_data;
output	[13:0]		gray_addr;
output	[13:0]		lbp_addr;
reg                 finish;
reg                 gray_req;
reg					lbp_valid;
reg		[2:0]		current_state;
reg		[2:0]	    next_state;
reg		[7:0]		LBP_MEMORY_BIT	[0:7];
reg		[7:0]		LBP_MEMORY	[0:9];
reg     [7:0]       lbp_data;
reg		[8:0]		lbp_data_tmp;
reg     [13:0]      gray_addr;
reg     [13:0]      lbp_addr;
reg     [13:0]      gray_addr_const;
reg     [13:0]      gray_addr_zero;
integer i;
parameter	state0=3'd0;
parameter	state1=3'd1;
parameter	state2=3'd2;
parameter	state3=3'd3;
parameter	state4=3'd4;
always@(	posedge clk	or	posedge reset	)
		begin
				if(	reset	)
						current_state	<=	state0;
				else
						current_state	<=	next_state;
		end
always@(*)
		begin
				case(	current_state	)
						state0:next_state	<=	(	gray_ready	==	1'd0 )?state0:state1;
						state1:next_state	<=	(	gray_req	==	1'd1	)?state1:state2;
						state2:next_state	<=	(	lbp_data_tmp	==	9'd256	)?state2:state3;
						state3:next_state	<=	(	lbp_addr	==	14'd16253	)?state4:state0;
						state4:next_state	<=	(	finish	==	1'd0	)?state4:state0;
						default:
						begin
						      next_state  <=  state0;
						end
				endcase
		end
always@(	posedge clk	or	posedge reset	)
		begin
				if(	reset	)
						begin
								gray_req	<=	1'd1;
						end
				else
						begin
								case(	state0	)
										state0:
												if(	gray_ready	==	1'd1	&&	LBP_MEMORY[8]	==	8'd0	)
														begin
																gray_req	<=	1'd1;
														end
												else
														begin
																gray_req	<=	1'd0;
														end
								default:
										begin
												gray_req	<=	1'd0;
										end
								endcase
						end
		end
always@(	posedge clk	or	posedge reset	)
		begin
				if(	reset	)
						begin
								gray_addr_const	<=	14'd129;
								for(i=0;i<10;i=i+1)
										begin
												LBP_MEMORY[i]	<=	8'd0;
										end
						end
				else 
						begin
								case(	current_state	)
								state1:
										if(	LBP_MEMORY[0]	==	8'd0   )
												begin
														gray_addr	=	gray_addr_const	-	14'd129;
														LBP_MEMORY[0]	=	gray_data;
												end
										else if(	LBP_MEMORY[1]	==	8'd0 )
												begin
														gray_addr	=	gray_addr_const	-	14'd128;
														LBP_MEMORY[1]	=	gray_data;
												end
										else if(	LBP_MEMORY[2]	==	8'd0)
												begin
														gray_addr	=	gray_addr_const	-	14'd127;
														LBP_MEMORY[2]	=	gray_data;
												end
										else if(	LBP_MEMORY[3]	==	8'd0)
												begin
														gray_addr	=	gray_addr_const	-	14'd1;
														LBP_MEMORY[3]	=	gray_data;
												end
										else if(	LBP_MEMORY[4]	==	8'd0)
												begin
														gray_addr	=	gray_addr_const;
														LBP_MEMORY[4]	=	gray_data;
												end
										else if(	LBP_MEMORY[5]	==	8'd0)
												begin
														gray_addr	=	gray_addr_const	+	14'd1;
														LBP_MEMORY[5]	=	gray_data;
												end
										else if(	LBP_MEMORY[6]	==	8'd0 )	
												begin
														gray_addr	=	gray_addr_const	+	14'd127;
														LBP_MEMORY[6]	=	gray_data;
												end
										else if(	LBP_MEMORY[7]	==	8'd0 )
												begin
														gray_addr	=	gray_addr_const	+	14'd128;
														LBP_MEMORY[7]	=	gray_data;
												end
										else if(	LBP_MEMORY[8]	==	8'd0 )
												begin
														gray_addr	=	gray_addr_const	+	14'd129;
														LBP_MEMORY[8]	=	gray_data;
												end
										else if(	LBP_MEMORY[9]	==	8'd0 )
												begin
														gray_addr	=	gray_addr_const	+	14'd129;
														LBP_MEMORY[9]	=	gray_data;
												end
										else if(	gray_addr_const	!=	14'd16254	&&	(	(	gray_addr_const	+	14'd2	)	%	128	)	==	14'd0	)
												begin
														gray_addr_const	=	gray_addr_const	+14'd3;
												end
										else
												begin
														gray_addr_const	=	gray_addr_const	+14'd1;
												end
								default:
										begin
												for(i=0;i<10;i=i+1)
														begin
																LBP_MEMORY[i]	<=	8'd0;		
														end
										end
								endcase
						end
		end
always@(	posedge clk	or	posedge reset	)
		begin
				if(	reset	)
						begin
								lbp_data_tmp	<=	9'd256;
								LBP_MEMORY_BIT[0]	<=	8'd0;
								LBP_MEMORY_BIT[1]	<=	8'd0;
								LBP_MEMORY_BIT[2]	<=	8'd0;
								LBP_MEMORY_BIT[3]	<=	8'd0;
								LBP_MEMORY_BIT[4]	<=	8'd0;
								LBP_MEMORY_BIT[5]	<=	8'd0;
								LBP_MEMORY_BIT[6]	<=	8'd0;
								LBP_MEMORY_BIT[7]	<=	8'd0;
						end
				else
						begin
								case(	current_state	)
								state2:
										if(	lbp_data_tmp	==	9'd256	)
												begin
														LBP_MEMORY_BIT[0] = (LBP_MEMORY[5]<LBP_MEMORY[1] || LBP_MEMORY[5]==LBP_MEMORY[1])?8'd1:8'd0;
														LBP_MEMORY_BIT[1] = (LBP_MEMORY[5]<LBP_MEMORY[2] || LBP_MEMORY[5]==LBP_MEMORY[2])?8'd1:8'd0;
														LBP_MEMORY_BIT[2] = (LBP_MEMORY[5]<LBP_MEMORY[3] || LBP_MEMORY[5]==LBP_MEMORY[3])?8'd1:8'd0;
														LBP_MEMORY_BIT[3] = (LBP_MEMORY[5]<LBP_MEMORY[4] || LBP_MEMORY[5]==LBP_MEMORY[4])?8'd1:8'd0;
														LBP_MEMORY_BIT[4] = (LBP_MEMORY[5]<LBP_MEMORY[6] || LBP_MEMORY[5]==LBP_MEMORY[6])?8'd1:8'd0;
														LBP_MEMORY_BIT[5] = (LBP_MEMORY[5]<LBP_MEMORY[7] || LBP_MEMORY[5]==LBP_MEMORY[7])?8'd1:8'd0;
														LBP_MEMORY_BIT[6] = (LBP_MEMORY[5]<LBP_MEMORY[8] || LBP_MEMORY[5]==LBP_MEMORY[8])?8'd1:8'd0;
														LBP_MEMORY_BIT[7] = (LBP_MEMORY[5]<LBP_MEMORY[9] || LBP_MEMORY[5]==LBP_MEMORY[9])?8'd1:8'd0;
														lbp_data_tmp	=	LBP_MEMORY_BIT[0]+LBP_MEMORY_BIT[1]*2+LBP_MEMORY_BIT[2]*4+LBP_MEMORY_BIT[3]*8+LBP_MEMORY_BIT[4]*16+LBP_MEMORY_BIT[5]*32+LBP_MEMORY_BIT[6]*64+LBP_MEMORY_BIT[7]*128;
												end
										else
												begin
														lbp_data_tmp	<=		lbp_data_tmp;
												end
								default:
										begin
												lbp_data_tmp	<=	9'd256;
										end
								endcase
						end
		end
always@(	posedge clk	or	posedge reset	)
		begin
				if(	reset	)
						begin
								lbp_data	<=	8'd0;
						end
				else
						begin
								case(	current_state	)
								state3:
										if(	lbp_valid	)
												begin
													lbp_data	<=	lbp_data_tmp[7:0];
													lbp_addr	<=	(	(gray_addr_const	-	14'd1)	%	128	==	14'd0	)?gray_addr_const	-	14'd3:gray_addr_const	-	14'd1;
												end
										else
												begin
														lbp_data	<=	lbp_data;
												end
								default:
										begin
												lbp_data	<=	lbp_data;
										end
								endcase
						end
		end
always@(	posedge clk 	or	posedge reset	)
		begin
				if(	reset	)
						begin
								lbp_valid	<=	1'd0;
						end
				else if(	gray_req	==	1'd0)
						begin
								lbp_valid	<= 1'd1;
						end
		end
always@(	posedge clk	or	posedge reset	)
		begin
				if(	reset	)
						begin
								finish	<=	1'd0;
						end
				else
						begin
								case(	current_state	)
								state4:
										if(	lbp_addr	==	14'd16254	)
												finish	<=	1'd1;
										else
												finish	<=	finish;
								default:
										begin
												finish	<=	finish;
										end
								endcase
						end
		end
endmodule
```
`flow/run.sh`:
```
#!/bin/bash
# OpenROAD 26Q1-2900-gdf79404cd8, Yosys 0.63+post, stock flow scripts
make -C /OpenROAD-flow-scripts/flow DESIGN_CONFIG=/design/flow/config.mk WORK_HOME=/design/flow/orfs finish
```
==> impl_metrics.py <==
# Synthesis and PnR figures
metrics = {
    "route": {
        "dr.pass1.iters": 5,
        "via_count": 7943,
        "avgRoutedWirePerCell_microns": 18.6,
        "route.detailed.drc": 0,
        "drtAntennaViolNets": 0,
        "vias_per_cell": 5.37,
        "antenna_cells": 0,
        "wl_microns": 27500,
        "drt-initial-drc-count": 708,
    },
    "final_timing": {
        "layout_setup_ws_ns": 1.30,
        "rsz0062_at_grt": "no",
        "fmax_mhz": 285,
        "slew_headroom_pct": 42.9,
        "whs_ns": 0.496,
        "setup_violations": 0,
        "hold_violations": 0,
        "worstMarginPinSlew_ns": 0.853,
        "drv_slew": 0,
        "timing.final.crit_share_pct": 73.0,
        "fin_crit_ns": 3.50,
        "tns_ns": 0,
        "clock_skew_ns": 0.0179,
    },
    "yosys": {
        "yosys.area_share.aoi_pct": 18.1,
        "syn_area_per_cell_sq_um": 9.11,
        "fa_ha_area_share_pct": 10.4,
        "ys_sh_simple_pct": 18.8,
        "ys_warn_count": 3,
        "async_flop_share_pct": 81.0,
        "common_cells": "114 x dfrtp_1, 98 x nand2_1, 84 x inv_1",
        "edf_count": 28,
        "yosys.area.top_type": "dfrtp_1",
        "synthCells": 1030,
        "syn-cell-area_sq_mm": 0.00938,
        "logic_family": "simple AND/OR/NAND/NOR gates",
        "ys_types": 78,
        "xor_share_pct": 3.46,
        "area_leaders": "dfrtp_1 30%, ha_1 10%, edfxtp_1 9.0%, nand2_1 3.9%, a21oi_1 3.8%",
        "ys_ff": 147,
        "synthFlopType": "dfrtp_1",
        "ys_cells": 1030,
        "ys_area_sq_mm": 0.00938,
        "ys_seq_share_pct": 40.8,
        "synth_dominant_cell_count": "dfrtp_1",
        "top_cell_area_share_pct": 30.4,
        "synth.mux.area_fraction_pct": 2.93,
    },
    "placed_design": {
        "dp.cells": 1446,
        "post-dp-hpwl_microns": 19300,
        "dp_slack_ns": 1.37,
        "numPortBuffers": 49,
        "postPlaceCellArea_sq_mm": 0.0103,
        "finalWeightedCongestion": 0.992,
    },
    "cts": {
        "cts_setup_buffers": 0,
        "root_buffer": "clkbuf_16",
        "numCtsBuffers": 17,
        "clock-sinks": 147,
        "holdBufCountCts": 0,
        "clk_pin_slew_ns": 0.06,
        "cts_tree": "built",
        "cts_resized": 0,
        "clk_latency_ns": 0.44,
        "h-tree-depth": 4,
        "cts_buffer_depth": 2,
    },
    "power": {
        "powerDensity_mw_per_mm2": 239,
        "power.leakage_nw": 4.52,
        "ir_worst_vdd_v": 0.000206,
        "power_mw": 2.61,
    },
    "layout": {
        "final_area_sq_mm": 0.0109,
        "drive_gt1_share_pct": 8.78,
        "fin_cells": 1478,
        "fin_util_pct": 35.5,
        "area_growth_pct": 16.2,
    },
    "grt": {
        "grt.total_usage_pct": 18.5,
        "grt_pass1_wl_microns": 43800,
        "antenna_found_initial": 0,
        "overflow": 0,
        "grt_pass1_vias": 7669,
        "grt_max_degree": 74,
    },
    "floorplan": {
        "rows": 64,
        "design.core.area_sq_mm": 0.0307,
        "die_height_microns": 179,
        "floorplan.core_util_pct": 30.6,
        "die_area_sq_mm": 0.0320,
        "io_pins": 50,
        "fp.dieW_microns": 179,
    },
    "worst_setup_path": {
        "critPathArrivalTime_ns": 3.65,
        "required_ns": 4.94,
        "r2r_cells": 8,
        "worst_setup_path_end_kind": "flop",
        "cp-start-kind": "flop",
        "crit_fanout": 19,
        "critPathKind": "reg2reg",
    },
    "run_status": {
        "status": "completed",
    },
    "run": {
        "drv_cap": 0,
        "log.warning_count": 36,
    },
    "hold_path": {
        "worstHoldPathCells": 2,
        "hold_path_class": "reg2reg",
    },
}
==> logic make-up (layout without fill, tap and decap cells) <==
logic type / count (synthesis) / after routing
compound gates: 263 / 263
xor+xnor: 37 / 37
fa+ha+maj: 78 / 78
buf+inv: 135 / 187
flops: 147 / 147
mux: 25 / 25
simple gates: 345 / 345
==> layout by cell type, fill, tap and decap left out, types with 7 or more instances in the layout <==
| cell type | count |
|---|---|
| a31oi_1 | 17 |
| buf_4 | 19 |
| edfxtp_1 | 28 |
| nand4_1 | 22 |
| inv_1 | 83 |
| o21a_1 | 14 |
| or4_1 | 8 |
| and2_1 | 16 |
| or3_1 | 7 |
| nand2_1 | 98 |
| ha_1 | 78 |
| clkbuf_16 | 18 |
| nor3_1 | 18 |
| a21oi_1 | 71 |
| o21ai_1 | 10 |
| mux2_2 | 20 |
| o21ai_0 | 66 |
| xor2_1 | 11 |
| and3_1 | 8 |
| o221ai_1 | 7 |
| xnor2_1 | 26 |
| nor2b_1 | 16 |
| nor4_1 | 17 |
| nand3_1 | 34 |
| a21o_1 | 8 |
| clkdlybuf4s50_1 | 49 |
| dfrtp_1 | 114 |
| nor2_1 | 72 |
==> cell type report <==
cell class                 count  area (sq um)
clock buffer                  20           468
sequential                   147          3820
multi-input combinational    748          5040
timing repair buffer          69           653
fill                        3059         19800
inverter                      86           325
tap                          396           495
clock inverter                12          95.1
==> path summary, 6_finish.rpt <==
| kind | from | endpoint | slack, ns |
|---|---|---|---|
| min | LBP_MEMORY[0][5] | LBP_MEMORY[0][5] | 0.50 |
| min in group asynchronous | reset | LBP_MEMORY[8][3] | 1.13 |
| max reg2reg | gray_addr_const[2] | gray_addr[9] | 1.30 |
| min reg2reg | LBP_MEMORY[0][5] | LBP_MEMORY[0][5] | 0.50 |
| max in group asynchronous | reset | gray_addr_const[0] | 2.79 |
| max | gray_addr_const[2] | gray_addr[9] | 1.30 |
==> report_power, final <==
group / internal (mW) / switching (mW) / total, mW
sequential: 1.27 / 0.000814 / 1.27
combinational: 0.0113 / 0.0332 / 0.0445
clock: 0.716 / 0.579 / 1.29
total: 2.00 / 0.613 / 2.61
==> sequential cells by signal, indices dropped and copies added, names as in the netlist <==
name / cells
gray_req: 1
current_state: 5
lbp_data: 8
gray_addr: 14
gray_addr_const: 14
lbp_valid: 1
lbp_data_tmp: 9
finish: 1
lbp_addr: 14
LBP_MEMORY: 80
==> worst max-delay path: stages (launching register included) <==
cell      delay [ns]
dfrtp_1         0.82
clkinv_1        0.46
ha_1            0.32
a21bo_2         0.25
or3_1           0.44
mux2_2          0.32
a211o_1         0.31
o221ai_1        0.22
a311oi_2        0.05
==> per-layer routing <==
metal	wire (microns)	global-route usage, %	up-vias
met4	724	4.45	0
li1	-	-	3788
met5	0	0	-
met3	2260	4.56	57
met2	12200	27.5	309
met1	12300	27.5	3789
Power is estimated from default activity; no workload was simulated.
